--- design/flow/config.mk ---
export PLATFORM = sky130hd
export DESIGN_NAME = seven_seg_display
export DESIGN_NICKNAME = seven_seg_display
export VERILOG_FILES = /design/flow/design.v
export SDC_FILE = /design/flow/constraint.sdc
export NUM_CORES = 4
export LEC_CHECK = 1
export CORE_AREA = 10 10 70 70
export DIE_AREA = 0 0 80 80
--- design/flow/constraint.sdc ---
current_design seven_seg_display

set clk_period 1.0
set clk_io_pct 0.2

create_clock -name clk0 -period $clk_period [get_ports {clk}]

set non_clock_inputs [all_inputs -no_clocks]
set_input_delay [expr $clk_period * $clk_io_pct] -clock clk0 $non_clock_inputs
set_output_delay [expr $clk_period * $clk_io_pct] -clock clk0 [all_outputs]
--- design/flow/design.v ---
module seven_seg_display(clk, num, seven_seg_display);
	input  clk;
	input  [3:0] num;
	output reg [6:0] seven_seg_display;
	always @(posedge clk) begin
		case(num)
			4'b0000: seven_seg_display <= 7'b1000000;  
			4'b0001: seven_seg_display <= 7'b1111001;  
			4'b0010: seven_seg_display <= 7'b0100100;  
			4'b0011: seven_seg_display <= 7'b0110000;  
			4'b0100: seven_seg_display <= 7'b0011001;  
			4'b0101: seven_seg_display <= 7'b0010010;  
			4'b0110: seven_seg_display <= 7'b0000010;  
			4'b0111: seven_seg_display <= 7'b1111000;  
			4'b1000: seven_seg_display <= 7'b0000000;  
			4'b1001: seven_seg_display <= 7'b0011000;  
			4'b1010: seven_seg_display <= 7'b0001000;  
			4'b1011: seven_seg_display <= 7'b0000011;  
			4'b1100: seven_seg_display <= 7'b0100111;  
			4'b1101: seven_seg_display <= 7'b0100001;  
			4'b1110: seven_seg_display <= 7'b0000110;  
			4'b1111: seven_seg_display <= 7'b0001110;  
		endcase
	end
endmodule
--- design/flow/run.sh ---
#!/bin/bash
# OpenROAD 26Q1-2900-gdf79404cd8, Yosys 0.63+post, stock flow scripts
make -C /OpenROAD-flow-scripts/flow DESIGN_CONFIG=/design/flow/config.mk WORK_HOME=/design/flow/orfs finish
==> flow_summary.json <==
{
  "status": "complete, no violations",
  "yosysCellCount": 38,
  "worstSetupStartpointType": "flop",
  "hpwl_microns": 699,
  "ys_seq_share_pct": 37.8,
  "power_uw": 707,
  "fin_hold_ws_ns": 0.379,
  "grt_pass1_vias": 307,
  "crit_required_ns": 0.80,
  "drive_above_1_share_pct": 35.0,
  "die_w_microns": 80,
  "area_growth_pct": 67.2,
  "vdd_drop_max_v": 0.000176,
  "ys_warn_count": 1,
  "cp_max_fo": 1,
  "ant_nets": 0,
  "viasPerCell": 3.03,
  "reg_top3": "seven_seg_display: 7 flops",
  "max_freq_ghz": 1.05,
  "overflow": 0,
  "crit_family": "flip-flops",
  "max_cap_violations": 0,
  "syn-cell-area_sq_um": 370,
  "path_cells": "dlygate4sd2_1",
  "power.leakage_uw": 0.000283,
  "grt_use_total_pct": 2.47,
  "cts_sinks": 7,
  "cellPowerDensity_nw_per_um2": 1140,
  "cts_buffer_depth": 2,
  "hold_viol": 0,
  "dpl.cell_count": 102,
  "grt_start_max_net_pins": 8,
  "hold_class": "in -> reg",
  "drt_wl_total_microns": 841,
  "drc": 0,
  "timing.critical_path.buf_inv": 1,
  "slew_headroom_pct": 85.8,
  "slowest_stage": "dfxtp_1",
  "antennaDiodeCount": 0,
  "fp-utilization_pct": 10.8,
  "clk_pin_slew_ns": 0.05,
  "port_buffers": 11,
  "dpl_cell_area_sq_um": 592,
  "fill_cells": 387,
  "antenna_found_initial": 0,
  "drt_pre_antenna_iters": 4,
  "via_count": 321,
  "cts_setup_buffers": 0,
  "final.period_utilization_pct": 95.5,
  "chip_area_sq_um": 6400,
  "instances_no_fill": 106,
  "period_minus_slack_ns": 0.955,
  "cts_hold_buf": 0,
  "place_congestion": 0.808,
  "arrival_ns": 0.76,
  "rsz0062_at_grt": "false",
  "setup_slack_ns": 0.0448,
  "critPathCaptureType": "primary output",
  "core_area_sq_um": 3420,
  "fin_area_sq_um": 619,
  "largest_reg_flops": 7,
  "chipHeight_microns": 80,
  "slew_viol_final": 0,
  "grt_pass1_wl_microns": 1300,
  "drt-initial-drc-count": 12,
  "ys_chip_area_sq_um": 370,
  "synth_area_per_cell_sq_um": 9.75,
  "ys_seq_elements": 7,
  "synthCells": 38,
  "rows": 21,
  "clock_tree.root_cell": "clkbuf_4",
  "wl_per_cell_microns": 7.93,
  "largest-register": "seven_seg_display",
  "cpPeakStageDelay_ns": 0.29,
  "worstSetupPathType": "reg -> out",
  "cts_tree": "done",
  "io_pins": 12,
  "pre_cts_slack_ns": -0.606,
  "cts_max_level": 1,
  "synth_cell_types": 15,
  "numCtsBuffers": 3,
  "setup_viol": 0,
  "worst_pin_slew_ns": 0.214,
  "warnings": 29
}
cell type report:
class / instances / area (sq um) / share of cell area, %
Multi-Input combinational cell: 26 / 218 / 35.2
Clock buffer: 4 / 26.3 / 4.24
Tap cell: 46 / 57.6 / 9.29
Inverter: 3 / 13.8 / 2.22
Timing Repair Buffer: 20 / 163 / 26.3
Sequential cell: 7 / 141 / 22.8
cell families after synthesis:
logic type	share of synthesized area, %
AOI/OAI and AO/OA	13.2
DFF	37.8
buffers and inverters	7.43
muxes	14.2
adders and majority gates	16.9
and+or+nand+nor	10.5
metal layers:
layer  vias up  track usage, %  wire [microns]
met4         0           0.704               0
met2        10            4.01             325
met5         -               0               0
li1        173               -               -
met1       138            2.76             375
met3         0            1.25             141
repair_timing:
action                     CTS  global route
cloned                       0             0
setup endpoints to repair   14             2
gates resized               18             4
pin swaps                    0             0
synthesized netlist by cell type:
| master | n | area share, % |
|---|---|---|
| mux2i_1 | 3 | 8.1 |
| buf_2 | 1 | 1.4 |
| nor2_1 | 5 | 5.1 |
| a32o_1 | 1 | 2.7 |
| o22ai_1 | 1 | 1.7 |
| dfxtp_1 | 7 | 38 |
| inv_1 | 3 | 3.0 |
| buf_6 | 1 | 3.0 |
| a21oi_1 | 2 | 2.7 |
| ha_1 | 5 | 17 |
| nand2_1 | 3 | 3.0 |
| o211ai_1 | 1 | 2.0 |
| nand2b_2 | 1 | 2.4 |
| mux4_2 | 1 | 6.1 |
| o21ai_0 | 3 | 4.1 |
power by group:
| group | internal, uW | switching, uW | total, uW |
|---|---|---|---|
| clock network | 151 | 89.2 | 240 |
| logic | 92.8 | 64.5 | 157 |
| registers | 306 | 4.07 | 310 |
worst paths after layout:
path                                 start                   end  depth (start not counted)  slack (ns)
worst min-delay path                num[0]  seven_seg_display[1]                          3        0.38
worst max-delay path  seven_seg_display[3]  seven_seg_display[3]                          1        0.04
metrics by stage:
stage | utilization (%) | setup TNS (ns)
final | 18.1 | 0
after global routing | 18.1 | 0
after CTS | 18.2 | 0
after detailed placement | 17.3 | -3.25
after global placement | 17.3 | -3.32
after floorplan | - | 0
cell usage in the layout (no fill, tap or decap), types with 2 or more instances in the layout:
cell,netlist,final
dfxtp_1,7,6
ha_1,5,3
o21ai_0,3,3
clkbuf_4,0,3
mux2i_1,3,3
nand2_1,3,3
nor2_1,5,5
a21oi_1,2,2
dlygate4sd2_1,0,7
buf_4,0,8
buf_2,1,2
Power and IR drop assume default switching activity.
